==> design/flow/design.v <==
module encoder_8to3 (
  input [7:0] in_data,
  output reg [2:0] out_data
);
  always @(*) begin
    case (in_data)
      8'b00000001: out_data = 3'b000;
      8'b00000010: out_data = 3'b001;
      8'b00000100: out_data = 3'b010;
      8'b00001000: out_data = 3'b011;
      8'b00010000: out_data = 3'b100;
      8'b00100000: out_data = 3'b101;
      8'b01000000: out_data = 3'b110;
      8'b10000000: out_data = 3'b111;
      default: out_data = 3'bxxx;  
    endcase
  end
endmodule
==> design/flow/run.sh <==
#!/bin/bash
# OpenROAD 26Q1-2900-gdf79404cd8, Yosys 0.63+post, stock flow scripts
make -C /OpenROAD-flow-scripts/flow DESIGN_CONFIG=/design/flow/config.mk WORK_HOME=/design/flow/orfs finish
==> design/flow/config.mk <==
export PLATFORM = sky130hd
export DESIGN_NAME = encoder_8to3
export DESIGN_NICKNAME = encoder_8to3
export VERILOG_FILES = /design/flow/design.v
export SDC_FILE = /design/flow/constraint.sdc
export NUM_CORES = 4
export LEC_CHECK = 1
export CORE_AREA = 10 10 70 70
export DIE_AREA = 0 0 80 80
==> design/flow/constraint.sdc <==
current_design encoder_8to3

set clk_period 1.2
set clk_io_pct 0.2

create_clock -name clk0 -period $clk_period

set non_clock_inputs [all_inputs -no_clocks]
set_input_delay [expr $clk_period * $clk_io_pct] -clock clk0 $non_clock_inputs
set_output_delay [expr $clk_period * $clk_io_pct] -clock clk0 [all_outputs]
==> flow_metrics.py <==
# Metrics from the implementation run
metrics = {
    "global_route": {
        "grt-ovfl-total": 0,
        "grt_pass1_wl_um": 1350,
        "antenna_found_initial": 0,
        "grt_use_total": 0.0254,
        "grt_max_degree": 7,
        "grt_pass1_vias": 267,
    },
    "routing": {
        "route.detailed.wl_per_inst_um": 10.2,
        "drc": 0,
        "drt_wl_total_um": 840,
        "viasPerCell": 2.91,
        "ant_nets": 0,
        "drt-initial-drc-count": 6,
        "antennaDiodeCount": 0,
        "vias": 239,
        "drtPass1Iterations": 3,
    },
    "synthesis": {
        "topCombFamilyByArea": "simple AND/OR/NAND/NOR gates",
        "netlist.area_leader.share": 0.365,
        "yosys.stat.seqShare": 0,
        "yosysTopAreaCell": "nor4b_1",
        "simple_gate_share": 0.678,
        "mux_share": 0,
        "ys_types": 11,
        "ys_cells": 19,
        "synthTopCellsByArea": "nor4b_1 37%, a211oi_1 10%, nor4b_2 10%",
        "ys_sh_xor": 0.122,
        "yosysChipArea_um2": 144,
        "synthAoiAreaFrac": 0.165,
        "synth_cells": 19,
        "syn_avg_cell_area_um2": 7.57,
        "synthAdderAreaFrac": 0,
        "ys_warn_count": 1,
        "syn_area_um2": 144,
    },
    "timing": {
        "max_freq_mhz": 755,
        "finalCritPeriodShare": 1.10,
        "slew-limit-headroom": 0.855,
        "setup_viol": 3,
        "hold_viol": 0,
        "hold_ws_ns": 0.824,
        "final.setup.tns_ns": -0.312,
        "maxSlewViolCount": 0,
        "fin_ws_ns": -0.124,
        "rsz0062_at_grt": "yes",
        "min_period_ns": 1.32,
        "worst_slew_pin_slew_ns": 0.217,
    },
    "flow_run": {
        "warnings": 34,
        "cap_violations": 0,
    },
    "critical_path": {
        "worstPathArrival_ns": 1.08,
        "worstSetupStartpointType": "input pin",
        "cp_top_family": "simple AND/OR/NAND/NOR gates",
        "critPathCaptureType": "primary output",
        "crit_fanout": 5,
        "max_stage_delay_ns": 0.27,
        "criticalPathCategory": "input pin to primary output",
        "worst_ep_required_time_ns": 0.96,
        "critPathBufInv": 2,
        "crit_slowest_cell": "nor4b_4",
        "crit_chain": "buf_12, nor4b_4, a211oi_2, nor4b_2, buf_2",
    },
    "pwr": {
        "p_clk_frac": 0,
        "p_int_mw": 0.0734,
        "leakagePower_nw": 0.166,
        "seqPwrFrac": 0,
        "p_sw_mw": 0.0607,
        "sw_frac_of_total": 0.453,
        "vdd_drop_max_v": 0.000115,
        "total_power_mw": 0.134,
        "p_comb_frac": 1.000,
        "power.density_nw_per_um2": 280,
    },
    "die": {
        "core_area_um2": 3420,
        "fp_util": 0.0421,
        "chip_area_um2": 6400,
        "io_pins": 11,
        "die_y_um": 80,
        "placementRows": 21,
        "dieWidth_um": 80,
    },
    "cells_and_area": {
        "nFlopsAndLatches": 0,
        "syn_to_final_growth_pct": 233,
        "clock_buffers": 0,
        "regArea_um2": 0,
        "drive_gt1_frac": 0.917,
        "final_util": 0.140,
    },
    "placement": {
        "gp_congestion": 0.819,
        "place_ws_ns": -0.970,
        "hpwlAfterDp_um": 572,
        "io_buffers": 11,
    },
    "clock_tree": {
        "hold_buffers": 0,
    },
    "min_path": {
        "holdCritPathClass": "input pin to primary output",
    },
    "status": {
        "violations": "setup timing",
        "status": "complete, but fails checks",
    },
}
per-layer routing:
layer	part of all wire	up-vias	GRT usage	routed length, um
met1	0.56	115	0.0409	468
li1	-	115	-	-
met4	0	0	0	0
met3	0.070	0	0.00682	59
met2	0.37	9	0.0337	312
met5	0	-	0	0
Yosys cell counts:
library cell,n
nor4b_1,6
nor2_1,3
a211oi_1,2
buf_2,1
nor3_1,1
nor4_1,1
nor4b_2,1
o31a_1,1
or4_1,1
xnor2_1,1
xor2_1,1
final timing paths:
| kind | start | to | slack (ns) | cells after the start |
|---|---|---|---|---|
| setup / recovery | in_data[6] | out_data[1] | -0.12 | 5 |
| hold / removal | in_data[3] | out_data[2] | 0.82 | 4 |
cell families (layout without fill, tap and decap cells):
group / Yosys count / after routing
simple gates: 13 / 13
buf+inv: 1 / 18
compound gates: 3 / 3
xor+xnor: 2 / 2
power by group through the flow:
stage                 Sequential, mW  Combinational [mW]  Clock, mW
final                              0               0.134          0
after global routing               0               0.142          0
after CTS                          0               0.114          0
cells in the final DEF, fill, tap and decap left out:
master	count
a211oi_2	2
buf_12	1
buf_2	5
buf_4	6
buf_6	4
buf_8	1
clkdlybuf4s15_2	1
nor2_1	1
nor2_2	2
nor3_1	1
nor4_4	1
nor4b_2	3
nor4b_4	4
o31a_1	1
or4_4	1
xnor2_2	1
xor2_2	1
metrics by stage:
stage | std cells | cell area (um^2)
floorplan | 19 | 144
global placement | 80 | 344
detailed placement | 80 | 344
CTS | 81 | 434
global route | 82 | 479
finish | 82 | 479
layout make-up:
cell class         instances  area [um^2]
multi-input cells         18          260
well taps                 46         57.6
fillers                  401         2940
repair buffers            18          161
repair_timing:
action	in CTS	in global routing
resized	69	7
buffers inserted	1	1
setup endpoints to repair	3	3
pin swaps	5	7
Power and IR drop assume default switching activity.
