$ cat flow/run.sh
#!/bin/bash
# OpenROAD 26Q1-2900-gdf79404cd8, Yosys 0.63+post, stock flow scripts
make -C /OpenROAD-flow-scripts/flow DESIGN_CONFIG=/design/flow/config.mk WORK_HOME=/design/flow/orfs finish
$ cat flow/config.mk
export PLATFORM = sky130hd
export DESIGN_NAME = comparator
export DESIGN_NICKNAME = comparator
export VERILOG_FILES = /design/flow/design.v
export SDC_FILE = /design/flow/constraint.sdc
export NUM_CORES = 4
export LEC_CHECK = 1
export CORE_AREA = 10 10 70 70
export DIE_AREA = 0 0 80 80
$ cat flow/constraint.sdc
current_design comparator

set clk_period 1.0
set clk_io_pct 0.2

create_clock -name clk0 -period $clk_period

set non_clock_inputs [all_inputs -no_clocks]
set_input_delay [expr $clk_period * $clk_io_pct] -clock clk0 $non_clock_inputs
set_output_delay [expr $clk_period * $clk_io_pct] -clock clk0 [all_outputs]
$ cat flow/design.v
`timescale 1ns/1ps
module comparator(a,b,c,d,f,g,h,j,r,s,t,u,equal,agreater,bgreater);
input a,b,c,d,f,g,h,j;
output r,s,t,u,equal,agreater,bgreater;
assign r=~(d^j);
assign s=~(c^h);
assign t=~(b^g);
assign u=~(a^f);
assign equal=((r&s)&t)&u;
assign agreater=d&(~j) | r&(c&(~h)) | s&(b&(~g)) | t&(a&(~f)); 
assign bgreater=j&(~d) | r&(h&(~c)) | s&(g&(~b)) | t&(f&(~a));
endmodule
==> flow_summary.toml <==
# flow metrics
[run_status]
violations = "setup timing"
status = "complete, but fails checks"

[worst_hold_path]
min_from = "j"
min_path_type = "input pin to output pin"

[floorplanning]
coreArea_um2 = 3420
pin_count = 15
die_h_um = 80
fp_util_pct = 5.05
die_area_um2 = 6400
num_rows = 21
die-width_um = 80

[sta]
setup_viol = 4
relSlewSlack_pct = 91.2
rsz0062_at_grt = "yes"
finalCriticalPeriod_ns = 1.17
timing.final.ws_setup_ns = -0.168
max_freq_mhz = 856
fin_crit_sh_pct = 117
drv_slew = 0
hold_viol = 0
worst_pin_slew_ns = 0.132

[route]
final_antenna_net_count = 0
routed.top_layer = "met3"
via_per_inst = 2.54
wl_met1_um = 251
diodes = 0
drc = 0
met3WireLength_um = 86
num_vias = 229
dr.pass1.iters = 1
wl_met2_um = 370
wl_um = 708
routedWlPerCell_um = 7.87
dr.first_iter.drc_count = 0

[final_layout]
utilization_pct = 14.4
drive_gt1_share_pct = 68.2
mi_logic_area_um2 = 208
seq_area_um2 = 0
syn_to_final_growth_pct = 185
clkbuf_count = 0
ff_count = 0
fillers = 389

[setup_path]
path_class = "input pin to output pin"
cp_slowest_stage_delay_ns = 0.24
cp_slowest_cell = "ha_4"
worstSetupEndpointType = "output pin"
cp.required_ns = 0.80
crit_start = "j"
start_kind = "input pin"
crit_path_max_fanout = 3
cp_cell_sequence = "buf_8, ha_4, buf_6, a22oi_2, nand2_1, buf_2"
arrival_ns = 0.97

[yosys]
ys_sh_simple_pct = 10.1
synthDistinctLibCells = 6
ys_warn_count = 0
synth_area_per_cell_um2 = 7.51
topCombFamilyByArea = "adder cells"
synthAoiAreaFrac_pct = 14.5
yosys_area_um2 = 173
xor_share_pct = 0
synth_stat.cells = 23
mux_area_share_pct = 0
syn-instance-count = 23
fa_ha_area_share_pct = 58.0
synth_seq_share_pct = 0
netlist_area_um2 = 173

[global_route]
antenna_found_initial = 0
grt_pass1_wl_um = 1030
grt_max_degree = 5
grt_pass1_vias = 222
track_usage_pct = 1.92
grt_overflow_total = 0

[run]
warnings = 38
maxCapViolCount = 0

[placement]
gp_congestion = 0.743
numPortBuffers = 15
placement.setup.worst_slack_ns = -0.986
place_hpwl_um = 594

[pwr]
ir_drop_uv = 55.8
powerDensity_nw_per_um2 = 415
p_leak_nw = 0.231

[clock_tree]
holdBufCountCts = 0
==> worst paths after layout <==
path                  depth (start not counted)       end
worst max-delay path                          6  agreater
worst min-delay path                          5  bgreater
==> power by group <==
part,internal [mW],switching [mW]
registers,0,0
logic,0.133,0.0708
clock network,0,0
==> area by class of cell <==
cell class                 instances  share of cell area, %
inverter                           8                   7.12
multi-input combinational         15                   42.2
tap                               46                   11.7
timing repair buffer              21                   38.9
==> critical path, delay by kind of cell <==
| family | cells | cell delay [ns] |
|---|---|---|
| buffers and inverters | 3 | 0.32 |
| AND-OR/OR-AND | 1 | 0.14 |
| adder cells (fa/ha/maj) | 1 | 0.24 |
| AND/OR/NAND/NOR | 1 | 0.06 |
==> kinds of logic (layout without fill, tap and decap cells) <==
kind of cell	count (synthesis)	count (layout)
adder cells (fa/ha/maj)	8	8
buffers and inverters	8	29
AND-OR/OR-AND	4	4
AND/OR/NAND/NOR	3	3
==> layout by cell type (no fill, tap or decap) <==
| cell | instances |
|---|---|
| buf_2 | 6 |
| inv_1 | 4 |
| ha_4 | 4 |
| ha_1 | 4 |
| buf_8 | 4 |
| buf_6 | 4 |
| buf_4 | 3 |
| inv_4 | 2 |
| inv_2 | 2 |
| a22oi_2 | 2 |
| nand2_1 | 2 |
| clkdlybuf4s15_1 | 2 |
| and4_4 | 1 |
| a21oi_1 | 1 |
| a21oi_2 | 1 |
| dlygate4sd2_1 | 1 |
| clkbuf_2 | 1 |
==> through the flow <==
step                hold slack (ns)  total power [mW]  cell area, um2  std cells  TNS (ns)
floorplan                     0.485            0.0372             173         23         0
global placement               1.50             0.150             403         87     -5.83
detailed placement             1.50             0.151             403         87     -5.88
CTS                           0.750             0.199             483         90    -0.517
global route                  0.791             0.224             492         90    -0.669
finish                        0.760             0.204             492         90    -0.521
==> repair_timing <==
action                     CTS  global route
buffers inserted             3             0
gates resized               74             4
pin swaps                    9             1
setup endpoints to repair    7             5
==> per-layer routing <==
| layer | GRT usage [%] | vias to the layer above |
|---|---|---|
| li1 | - | 117 |
| met1 | 2.11 | 103 |
| met2 | 3.69 | 9 |
| met3 | 0.568 | 0 |
| met4 | 0 | 0 |
| met5 | 0 | - |
==> cell usage after synthesis <==
master | count | area (um2)
a22oi_1 | 2 | 15.0
nand2_1 | 2 | 7.51
and4_2 | 1 | 10.0
inv_1 | 8 | 30.0
ha_1 | 8 | 100
a21oi_1 | 2 | 10.0
Power is estimated from default activity; no workload was simulated.
